File: flow/run.sh
#!/bin/bash
# OpenROAD 26Q1-2900-gdf79404cd8, Yosys 0.63+post, stock flow scripts
make -C /OpenROAD-flow-scripts/flow DESIGN_CONFIG=/design/flow/config.mk WORK_HOME=/design/flow/orfs finish
File: flow/constraint.sdc
current_design cb7to128

set clk_period 4.2
set clk_io_pct 0.2

create_clock -name clk0 -period $clk_period

set non_clock_inputs [all_inputs -no_clocks]
set_input_delay [expr $clk_period * $clk_io_pct] -clock clk0 $non_clock_inputs
set_output_delay [expr $clk_period * $clk_io_pct] -clock clk0 [all_outputs]
File: flow/design.v
module cache_control(clk, rst_n, cache_addr, memory_data, cache_data, memory_addr, stall, Wen_cache, Ren_cache, data_valid_memory);
input clk, rst_n;
input [15:0] cache_addr;
input [15:0] memory_data;
input Wen_cache, Ren_cache;
output [15:0] cache_data;
output [15:0] memory_addr;
output stall;
input data_valid_memory;
wire [7:0] MetaData1, MetaData2;
wire [6:0] addr_in;
wire [127:0] BlockEnable;
wire [127:0] block_number;
wire miss_detected;
wire memory_address;
wire data_valid;
wire FSM_tag_Wen;
wire [7:0] WordEnable;
wire [15:0] memory_data_out;
assign addr_in = {{cache_addr[9:4]},{1'b0}};
assign BlockEnable2 = BlockEnable1 << 1;
cb7to128 inst1(.addr_in(addr_in), .blockEnable(BlockEnable1));
MetaDataArray set_block1(.clk(clk), .rst(~rst_n), .DataIn(), .Write(Wen_cache | FSM_tag_Wen), .BlockEnable(BlockEnable1), .DataOut1(MetaData1));
MetaDataArray set_block2(.clk(clk), .rst(~rst_n), .DataIn(), .Write(Wen_cache | FSM_tag_Wen), .BlockEnable(BlockEnable2), .DataOut(MetaData2)); 
Offset3to8 offset3to8(.offset(cache_addr[3:1]), .WordEnable(WordEnable));
DataArray dataArray(.clk(clk), .rst(~rst_n), .DataIn(memory_data_out), .Write(Wen_cache | FSM_cache_Wen), .BlockEnable(block_number), .WordEnable(WordEnable), .DataOut(cache_data));
assign block_number = (cache_addr[15:10] == MetaData1[7:1]) ? BlockEnable1 : (cache_addr[15:10] == MetaData2[7:1]) ? BlockEnable2 : 128'b0;
assign miss_detected = (block_number == 128'b0)? 1'b1 : 1'b0;
assign memory_address = {{cache_addr[15:4]},{4'b0000}};
cache_fill_FSM FSM(.clk(clk), .rst_n(rst_n), .miss_detected(miss_detected), .miss_address(cache_addr), .fsm_busy(stall), .write_data_array(FSM_cache_Wen), .write_tag_array(FSM_tag_Wen), .memory_address(memory_address), .memory_data_valid(data_valid_memory));
memory4c memory(.data_out(memory_data_out), .data_in(cache_data), .addr(cache_addr), .enable, .wr, .clk, .rst, .data_valid(data_valid_memory));
endmodule
module cb7to128(input [6:0] addr_in, output [127:0] blockEnable);
wire [127:0] s0, s1, s2, s3, s4, s5, s6;
assign s0 = 128'b1;
assign s1 = addr_in[0] ? (s0 << 1) : s0;
assign s2 = addr_in[1] ? (s1 << 2) : s1;
assign s3 = addr_in[2] ? (s2 << 4) : s2;
assign s4 = addr_in[3] ? (s3 << 8) : s3;
assign s5 = addr_in[4] ? (s4 << 16) : s4;
assign s6 = addr_in[5] ? (s5 << 32) : s5;
assign blockEnable = addr_in[6] ? (s6 << 64) : s6;
endmodule
module Offset3to8(input [2:0] offset, output [7:0] WordEnable);
wire [7:0] s0, s1, s2;
assign s0 = 8'b1;
assign s1 = (offset[0]) ? (s0 << 1) : s0;
assign s2 = (offset[1]) ? (s1 << 2) : s1;
assign WordEnable = (offset[2]) ? (s2 << 4) : s2;
endmodule
File: flow/config.mk
export PLATFORM = sky130hd
export DESIGN_NAME = cb7to128
export DESIGN_NICKNAME = cb7to128
export VERILOG_FILES = /design/flow/design.v
export SDC_FILE = /design/flow/constraint.sdc
export NUM_CORES = 4
export LEC_CHECK = 1
export CORE_AREA = 10 10 96 96
export DIE_AREA = 0 0 106 106
==> results.json <==
{
  "slew_headroom": 0.568,
  "status": "complete, no violations",
  "min_path_type": "input pin to primary output",
  "rows": 31,
  "power_switching_uw": 44.4,
  "yosys_area_um2": 953,
  "routed_wirelength_mm": 6.54,
  "p_seq_frac": 0,
  "setup_viol": 0,
  "grt_max_degree": 17,
  "path_delay_family": "buffers and inverters",
  "yosys_warnings": 0,
  "worst_pin_slew_ns": 0.648,
  "cp_slowest_cell": "clkdlybuf4s50_1",
  "p_per_area_mw_per_mm2": 32.8,
  "p_clk_frac": 0,
  "syn-cell-area_um2": 953,
  "grt.overflow.total": 0,
  "ir_worst_vdd_v": 0.0000295,
  "drv_cap": 0,
  "nFlopsAndLatches": 0,
  "mostFrequentLayoutCells": "clkdlybuf4s50_1, nor2_1, nand4bb_1",
  "crit_type": "input pin to primary output",
  "start_kind": "input pin",
  "fin_crit_ns": 3.75,
  "first_global_vias": 1618,
  "dieArea_mm2": 0.0112,
  "hold_viol_final": 0,
  "syn-instance-count": 192,
  "core_util_floorplan": 0.132,
  "antenna_found_initial": 0,
  "holdBufCountCts": 0,
  "port_buffers": 135,
  "grt_pass1_wl_mm": 9.63,
  "intPower_uw": 31.9,
  "vias_per_cell": 4.08,
  "final.fill_count": 786,
  "power_frac_comb": 1.000,
  "cp_max_fo": 16,
  "finalClockPeriodUsage": 0.893,
  "swShare": 0.582,
  "routabilityCongestion": 0.736,
  "grt_use_total": 0.105,
  "critPathArrivalTime_ns": 2.91,
  "fin_ws_ns": 0.449,
  "synth.distinct_cells": 20,
  "drc": 0,
  "diodes": 0,
  "syn_to_final_growth_pct": 144,
  "fmax_ghz": 0.267,
  "synth-seq-area-share": 0,
  "drtAntennaViolNets": 0,
  "tool_warnings": 32,
  "tns_ns": 0,
  "drv_slew": 0,
  "p_leak_nw": 0.664,
  "required_ns": 3.36,
  "post_cts.repair.setup_buffers": 0,
  "layout_top_cell": "clkdlybuf4s50_1",
  "die_w_um": 106,
  "clock_buffers": 0,
  "crit_chain": "clkdlybuf4s50_1 -> buf_4 -> nand4bb_1 -> nor2_1 -> clkdlybuf4s50_1",
  "dpl_cell_area_mm2": 0.00233,
  "cp.buffers_inverters": 3,
  "cts_resized": 0,
  "dp_slack_ns": 0.449,
  "drtIter0Drc": 45,
  "ys_cells": 192,
  "die.size.y_um": 106,
  "drtPass1Iterations": 4,
  "wl_per_cell_um": 16.2,
  "cp-end-kind": "primary output",
  "boundaryPins": 135,
  "finalInstanceArea_mm2": 0.00233,
  "seq_area_um2": 0,
  "core_region_area_mm2": 0.00721,
  "cpMostUsedCell": "clkdlybuf4s50_1",
  "hpwl_mm": 5.24,
  "vias": 1649,
  "worst_path_largest_cell_delay_ns": 0.70,
  "avgSynthCellArea_um2": 4.97,
  "rsz0062_at_grt": "false",
  "layout-drive-gt1-share": 0.0426
}
==> power by group through the flow <==
stage	Combinational, mW	Clock, mW	Sequential (mW)
after CTS	0.0782	0	0
after global routing	0.0844	0	0
final	0.0764	0	0
==> worst min-delay path: stages <==
cell	delay, ns
clkdlybuf4s50_1	0.56
nand3b_1	0.21
nor2_1	0.06
clkdlybuf4s50_1	0.41
==> kinds of logic (layout without fill, tap and decap cells) <==
logic type / Yosys count / count (layout) / synth area share
and+or+nand+nor: 164 / 164 / 0.846
buffers and inverters: 28 / 141 / 0.154
==> per-stage QoR <==
step	utilization	power [mW]	hold slack (ns)	cells
after detailed placement	0.323	0.0779	2.92	404
after global placement	0.323	0.0767	2.91	404
after global routing	0.323	0.0844	2.99	404
final	0.323	0.0764	2.92	404
after floorplan	-	0.0449	1.83	192
after CTS	0.323	0.0782	2.93	404
==> layer usage <==
metal	global-route usage	share of wire	up-vias
met5	0	0	-
met4	0.00290	0.0032	0
met3	0.0581	0.14	2
met2	0.180	0.47	86
met1	0.119	0.39	723
li1	-	-	838
==> path summary, 6_finish.rpt <==
kind                   start                to  slack, ns  depth (start not counted)
setup / recovery  addr_in[6]  blockEnable[100]       0.45                          5
hold / removal    addr_in[2]   blockEnable[22]       2.92                          4
==> synth_stat cells <==
| master | count | area [um2] |
|---|---|---|
| nand4_1 | 2 | 12.5 |
| buf_4 | 1 | 7.51 |
| or4b_4 | 2 | 27.5 |
| or3_1 | 2 | 12.5 |
| or4_1 | 1 | 7.51 |
| nand2_1 | 1 | 3.75 |
| nand3b_1 | 5 | 37.5 |
| nor3_2 | 1 | 10.0 |
| buf_2 | 10 | 50.1 |
| or4b_1 | 3 | 30.0 |
| nand4bb_1 | 7 | 78.8 |
| or3b_2 | 4 | 35.0 |
| clkbuf_2 | 2 | 10.0 |
| clkbuf_1 | 12 | 45.0 |
| nor2_1 | 124 | 465 |
| nand3_1 | 2 | 10.0 |
| buf_6 | 3 | 33.8 |
| nand4b_1 | 5 | 43.8 |
| or3b_1 | 2 | 17.5 |
| nor3_1 | 3 | 15.0 |
==> final cells by class <==
class,instances,area [um2],share of cell area
Multi-Input combinational cell,164,807,0.347
Tap cell,99,124,0.0532
Timing Repair Buffer,141,1400,0.600
Power and IR drop assume default switching activity.
